==> flow/design.v <==
module prescaler (
	input clkin,
	output reg clkout_a,
	output reg clkout_b,
	output reg clkout_c
);
parameter F_IN = 125000000;
parameter F_OUT_A = 1000000;
parameter F_OUT_B = 115200;
parameter F_OUT_C = 1;
reg [31:0] counter_a;
reg [31:0] counter_b;
reg [31:0] counter_c;
always@(posedge clkin)
	if( counter_a < ((F_IN) / F_OUT_A) )
		counter_a <= counter_a+1;
	else
		counter_a <= 0;
always@(posedge clkin)
	if( counter_a < (((F_IN) / F_OUT_A) / 2))
		clkout_a <= 0;
	else
		clkout_a <= 1;
always@(posedge clkin)
	if( counter_b < ((F_IN) / F_OUT_B) )
		counter_b <= counter_b+1;
	else
		counter_b <= 0;
always@(posedge clkin)
	if( counter_b < (((F_IN) / F_OUT_B) / 2))
		clkout_b <= 0;
	else
		clkout_b <= 1;
always@(posedge clkin)
	if( counter_c < ((F_IN) / F_OUT_C) )
		counter_c <= counter_c+1;
	else
		counter_c <= 0;
always@(posedge clkin)
	if( counter_c < (((F_IN) / F_OUT_C) / 2))
		clkout_c <= 0;
	else
		clkout_c <= 1;
endmodule
==> flow/run.sh <==
#!/bin/bash
# OpenROAD 26Q1-2900-gdf79404cd8, Yosys 0.63+post, stock flow scripts
make -C /OpenROAD-flow-scripts/flow DESIGN_CONFIG=/design/flow/config.mk WORK_HOME=/design/flow/orfs finish
==> flow/config.mk <==
export PLATFORM = sky130hd
export DESIGN_NAME = prescaler
export DESIGN_NICKNAME = prescaler
export VERILOG_FILES = /design/flow/design.v
export SDC_FILE = /design/flow/constraint.sdc
export NUM_CORES = 4
export LEC_CHECK = 1
export CORE_UTILIZATION = 50
==> flow/constraint.sdc <==
current_design prescaler

set clk_period 4.0
set clk_io_pct 0.2

create_clock -name clk0 -period $clk_period [get_ports {clkin}]

set non_clock_inputs [all_inputs -no_clocks]
set_input_delay [expr $clk_period * $clk_io_pct] -clock clk0 $non_clock_inputs
set_output_delay [expr $clk_period * $clk_io_pct] -clock clk0 [all_outputs]
==> design notes <==
The run gives 419 mW/mm^2 for the cell area power density. The critical path endpoint category was a flip-flop. The logs give 0.00649 sq mm for the area of the placeable core and 0 for the global-route congestion overflow total.

The floorplan die height came out at 85.1 um. The number of warnings in the stage logs was 29; the upper clock frequency limit was 0.427 GHz. The share of async-settable or async-resettable flops after synthesis works out to 0%. For this design, the slowest cell found on the critical path is or4_1. With the setup slack on the worst flop-to-flop path at 1660 ps, the area growth from synthesis to layout is 13.4%. With the share of the synthesized area in the top cell type at 57.4%, the total of hold buffers inserted after clock tree synthesis is 0. After floorplanning, the die was sized to cover 0.00725 sq mm. The final timing report derives a shortest allowable period of 2340 ps. In this design, the stage delay of the slowest critical-path cell is 710 ps. With the detailed-route via count at 2370, the routed wire length per instance is 11.0 um. The largest net degree at the start of global routing was 27; the cell count in the Yosys report was 338. In this run the worst hold path is classified as flip-flop to flip-flop. Internal power comes to 1.26 mW. The synthesis report lists the most area-consuming cells as dfxtp_1 57%, xor2_1 4.3%, nor2_1 3.0%. For reference, simple AND, OR, NAND and NOR cells occupy 22.4% of the area reported after synthesis. For the wire length the detailed router placed on met1, the log shows 2.82 mm. Counting endpoints that fail hold in the final report gives 0. For reference, the clock transition at the flip-flops on the worst setup and hold paths is 100 ps. In the detailed route, the total length drawn on met3 is 165 um.

The run gives 0 as the initial antenna violation count. In this run, the combinational gates consume 0.6% of the power. The post-route cell area is 0.00392 sq mm, and the register share of total power is 62.1%. Before antenna repair, the detailed router went through 4 iterations. In this run, synthesis inferred 0 flip-flops with an integrated enable.

Yosys instantiated no cell more often than dfxtp_1. Across the VDD grid, the largest voltage drop is 0.000228 V. Global-route wire length before repair: 9.89 mm.

The tools report the capturing point of the worst reg2reg path as counter_c[19]$_SDFF_PP0_. After synthesis the netlist holds a flip-flop and latch count of 99. The number of instances on the worst hold path was 1; the part of the power in the clock network was 37.3%. The number of standard cells after synthesis was 338; the total of max-cap violations was 0. TritonCTS built the clock tree.

At the floorplan stage, the core utilization is reported as 53.2%. Counting the buffers created by CTS gives 9. Per the gpl log, the routability congestion estimate is 0.860. In this run the mean area of a mapped cell was 10.2 sq um.

The tools report the number of setup buffers added after CTS as 0. The script computed the net switching share of total power as 23.1%. Across every metal layer, demand over resource in global routing totals 17.3%. The run gives 0.00345 sq mm as the post-synthesis cell area.

Pins over their slew limit in the final report were tallied at 0. The clock passes through at most 2 buffers. In the final timing run, aggregate negative setup slack is 0 ps.

For the DRC violation count after routing, the log shows 0. In the detailed route, the total length drawn on met2 is 2.14 mm. Summing the areas of all compound-gate instances in the mapped netlist gives 8.44% of the synthesized area.

Once detailed placement completed, the half-perimeter wirelength came to 3.42 mm. For the worst min-delay path, the startpoint reported by OpenROAD is counter_a[0]$_SDFF_PP0_. With the highest net fanout along the worst path at 21, the leakage power is 1.39 nW.

The horizontal die dimension reported for this design is 85.1 um. The flow ran to the end, and the final reports show no timing, DRC or antenna violations. On the critical path the data arrives at 2610 ps. Per the detail_route report, inserted antenna diodes total 0. With the count of clock tree sinks at 99, the clock latency at the later pin of the worst-skew pair is 360 ps. The critical path in this run is classified as flip-flop to flip-flop. Detailed placement reports a standard cell area of 0.00371 sq mm. Per STA, the worst path is made up of and3_1 -> nand4_1 -> or4_1 -> a211oi_1.

The floorplan has 29 rows. Dominant synthesized flop cell: dfxtp_1. In this run the remaining antenna-violating nets after routing total 0.

The run gives 5.60% for the proportion of layout cells with a drive suffix above 1. Setup repair after global routing left no endpoint under its margin. The run gives 74 for the initial DRC count. The number of global-route vias before repair came out at 2215.

With the total number of yosys warnings at 1, the share of the clock period used by the worst path is 58.6%. Per the timing report, the most critical flop-to-flop path originates at counter_c[10]$_SDFF_PP0_. Number of port buffers: 3. Clock tree synthesis selected as its root buffer the cell clkbuf_8. The area fraction in xor and xnor cells works out to 6.85%.

The tools report the headroom to the max-slew limit as 51.9%. The per-cell via count in the routed design is 5.04. The proportion of synthesized area in mux cells is 0%. Among the non-sequential cells, simple AND/OR/NAND/NOR gates take the most area. Yosys reports that the most numerous cell types are 99 x dfxtp_1, 28 x nor2_1, 20 x nor3_1. With the H-tree level count at 3, the actual slew at the worst max-slew pin is 719 ps. The synthesized-area fraction occupied by adder cells came out at 1.81%. 4 I/O pins were placed. In this run, post-CTS repair resized a total of 0 instances.

The cell type that accounts for the most area after synthesis is dfxtp_1. For this run, the final setup violation count is recorded as 0. Counting cells, the worst reg-to-reg path comes to 4.

The analysis attributes to net switching a power of 0.379 mW. The yosys stat chip area is 0.00345 sq mm, and the setup skew after layout is 7.98 ps. The path with the worst hold slack has its endpoint at counter_a[0]$_SDFF_PP0_. Top routing layer in use: met4. The data required time reported for the critical path is 4270 ps.

After detailed routing, the total wire length is 5.19 mm. After synthesis, flip-flops and latches occupy 57.4% of the total area. The worst setup path is launched from a flip-flop.

Per STA, the startpoint of the critical path is counter_c[10]$_SDFF_PP0_. The run gives 39 as the number of different library cells in the post-synthesis netlist.
[cell type report]
cell class,count,area (sq um)
fillers,530,2580
flip-flops and latches,99,1980
multi-input cells,263,1550
clock buffers,9,124
well taps,77,96.3
clock inverters,7,78.8
repair buffers,5,45.0
inverters,10,37.5
[power by group through the flow]
stage | sequential (mW) | clock, mW | combinational, mW
4_1_cts | 1.02 | 0.642 | 0.0108
5_1_grt | 1.02 | 0.690 | 0.0139
6_report | 1.02 | 0.612 | 0.0103
[per-stage QoR]
step | hold WS (ps) | util [%] | instances | total power [mW] | worst slack [ps]
CTS | 481 | 60.3 | 470 | 1.67 | 1700
floorplan | 430 | - | 387 | 1.05 | 2090
detailed placement | 455 | 57.2 | 454 | 1.05 | 1740
global route | 503 | 60.3 | 470 | 1.73 | 1390
global placement | 444 | 57.2 | 454 | 1.05 | 1820
finish | 471 | 60.3 | 470 | 1.64 | 1660
[how the worst max path moves through the flow]
stage | endpoint | slack (ps) | cells past startpoint
final | counter_c[19]$_SDFF_PP0_ | 1660 | 4
after global routing | counter_c[24]$_SDFF_PP0_ | 1390 | 4
after CTS | counter_c[19]$_SDFF_PP0_ | 1700 | 4
[sequential cells by signal, summed over array words and instances, names as in the netlist]
register   count
counter_c     32
clkout_c       1
clkout_b       1
counter_b     32
counter_a     32
clkout_a       1
[layer usage]
layer / track usage, % / up-vias
met3: 4.34 / 7
met1: 28.1 / 1073
met2: 25.2 / 18
li1: - / 1272
met5: 0 / -
met4: 2.16 / 0
[cell usage in the layout, fill, tap and decap left out, drive strengths merged, types with 2 or more instances in the layout]
cell | Yosys | final
nand4 | 13 | 13
dfxtp | 99 | 99
ha | 5 | 5
a2111o | 2 | 2
conb | 1 | 50
clkdlybuf4s50 | 0 | 3
inv | 10 | 13
nor3 | 20 | 20
nand3 | 20 | 20
a211oi | 13 | 13
nor4 | 12 | 12
nand2 | 19 | 19
or4 | 10 | 10
clkbuf | 10 | 9
and3 | 5 | 5
xor2 | 17 | 17
a311o | 2 | 2
xnor2 | 10 | 10
buf | 5 | 2
nor2 | 28 | 28
or3 | 6 | 6
clkinv | 0 | 4
o31ai | 9 | 9
and4 | 5 | 5
o21ai | 3 | 3
a21oi | 3 | 3
[worst max-delay path, delay by kind of cell, from the launching register on]
family / cells / cell delay [ps]
compound gates: 1 / 260
simple gates: 3 / 1510
flops: 1 / 480
[cells by family after synthesis]
group / after synthesis
AND/OR/NAND/NOR: 143
flip-flops: 99
AND-OR/OR-AND: 38
XOR/XNOR: 27
buffers and inverters: 25
adder cells (fa/ha/maj): 5
other: 1
No activity file was given, so power comes from the tool's default toggle rates.
