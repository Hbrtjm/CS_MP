## constraint.sdc

```tcl
current_design dbgu

set clk_period 5.7
set clk_io_pct 0.2

create_clock -name clk0 -period $clk_period [get_ports {clk_in}]
create_clock -name clk1 -period $clk_period [get_ports {clk_ser_in}]

set non_clock_inputs [all_inputs -no_clocks]
set_input_delay [expr $clk_period * $clk_io_pct] -clock clk0 $non_clock_inputs
set_output_delay [expr $clk_period * $clk_io_pct] -clock clk0 [all_outputs]
```

## config.mk

```make
export PLATFORM = sky130hd
export DESIGN_NAME = dbgu
export DESIGN_NICKNAME = dbgu
export VERILOG_FILES = /design/flow/design.v
export SDC_FILE = /design/flow/constraint.sdc
export NUM_CORES = 4
export LEC_CHECK = 1
export CORE_UTILIZATION = 30
```

## run.sh

```bash
#!/bin/bash
# OpenROAD 26Q1-2900-gdf79404cd8, Yosys 0.63+post, stock flow scripts
make -C /OpenROAD-flow-scripts/flow DESIGN_CONFIG=/design/flow/config.mk WORK_HOME=/design/flow/orfs finish
```

## design.v

```verilog
`timescale 1ns / 1ps
module dbgu(
	input clk_in,
	input clk_ser_in,
	input reset_n,
	input trig,
	output s_out,
	output reg bsy,
	output reg [7:0] p_out,
	input [3:0] dbg_r0,
	input [3:0] dbg_r1,
	input [3:0] dbg_pc,
	input [2:0] dbg_istate,
	input [7:0] dbg_mem_dr,
	input [7:0] dbg_mem_dw,
	input [3:0] dbg_mem_a,
	output reg [3:0] mem_a,
	input [7:0] mem_d,
	output mem_clk,
	output [4:0] uart_state,
	output [7:0] uart_buf,
	output [2:0] dbg_acntr
	);
	parameter LAST_STATE = 38 + 16*3;
	reg [7:0] state;
	reg tx_chr_start;
	wire tx_chr_bsy;
	reg [2:0] acntr;
	wire startpulse;
	assign mem_clk = clk_in;
	assign dbg_acntr = acntr;
	pulsegen gen1 (
		.reset_n(reset_n),
		.clk(clk_in),
		.trig(trig),
		.pulse(startpulse)
	);
	uart_tx u1(
		.data(p_out),
		.reset_n(reset_n),
		.start(tx_chr_start),
		.bitclk(clk_ser_in),
		.bsy(tx_chr_bsy),
		.txline(s_out),
		.dbg_state(uart_state),
		.dbg_buf(uart_buf)
	);
	always@(negedge clk_in, negedge reset_n)
	begin
		if(reset_n == 0)
		begin
			bsy <= 0;
			p_out <= 0;
			state <= 0;
			tx_chr_start <= 0;
			mem_a <= 0;
			acntr <= 0;
		end
		else
		begin
			if( state )
			begin
				if( tx_chr_bsy == 0 )
				begin
					if(tx_chr_start == 0)
					begin
						case(state)
							1: p_out <= 4'hD;
							2: p_out <= 4'hA;
							3: p_out <= "c";
							4: p_out <= "=";
							5: p_out <= (dbg_istate < 10 ? (dbg_istate + "0") : (dbg_istate - 10 + "A"));
							6: p_out <= " ";
							7: p_out <= "r";
							8: p_out <= "0";
							9: p_out <= "=";
							10: p_out <= (dbg_r0 < 10 ? (dbg_r0 + "0") : (dbg_r0 - 10 + "A"));
							11: p_out <= " ";
							12: p_out <= "r";
							13: p_out <= "1";
							14: p_out <= "=";
							15: p_out <= (dbg_r1 < 10 ? (dbg_r1 + "0") : (dbg_r1 - 10 + "A"));
							16: p_out <= " ";
							17: p_out <= "p";
							18: p_out <= "c";
							19: p_out <= "=";
							20: p_out <= (dbg_pc < 10 ? (dbg_pc + "0") : (dbg_pc - 10 + "A"));
							21: p_out <= " ";
							22: p_out <= "A";
							23: p_out <= "=";
							24: p_out <= (dbg_mem_a < 10 ? (dbg_mem_a + "0") : (dbg_mem_a - 10 + "A"));
							25: p_out <= " ";
							26: p_out <= "R";
							27: p_out <= "=";
							28: p_out <= (dbg_mem_dr[7:4] < 10 ? (dbg_mem_dr[7:4] + "0") : (dbg_mem_dr[7:4] - 10 + "A"));
							29: p_out <= (dbg_mem_dr[3:0] < 10 ? (dbg_mem_dr[3:0] + "0") : (dbg_mem_dr[3:0] - 10 + "A"));
							30: p_out <= " ";
							31: p_out <= "W";
							32: p_out <= "=";
							33: p_out <= (dbg_mem_dw[7:4] < 10 ? (dbg_mem_dw[7:4] + "0") : (dbg_mem_dw[7:4] - 10 + "A"));
							34: p_out <= (dbg_mem_dw[3:0] < 10 ? (dbg_mem_dw[3:0] + "0") : (dbg_mem_dw[3:0] - 10 + "A"));
							35: p_out <= " ";
							36: p_out <= "M";
							37: p_out <= ":";
							38:	 
							begin
								p_out <= " ";
								mem_a <= 0;
								acntr <= 0;
							end
							default:
							begin
								case(acntr)
									0: p_out <= (mem_d[7:4] < 10 ? (mem_d[7:4] + "0") : (mem_d[7:4] - 10 + "A"));
									1: p_out <= (mem_d[3:0] < 10 ? (mem_d[3:0] + "0") : (mem_d[3:0] - 10 + "A")); 
									2: begin p_out <= " "; mem_a <= mem_a + 1; end
								endcase
								if(acntr < 2) acntr <= acntr + 1; else acntr <= 0;
							end
						endcase
						if( state <= LAST_STATE )
						begin
							state <= state + 1;
							tx_chr_start <= 1;
						end
						else
						begin
							state <= 0;
							bsy <= 0;
							p_out <= 0;
						end
					end	 
				end
				else	 
				begin
					tx_chr_start <= 0;
				end
			end
			else	 
			begin
				if(startpulse)
				begin
					state <= 1;
					bsy <= 1;
				end
			end
		end
	end
endmodule
`timescale 1ns / 1ps
module pulsegen(
    input clk,
    input reset_n,
    input trig,
    output reg pulse
    );
	reg [32:0] cntr;
	reg prevstate;
    always@(posedge clk,negedge reset_n)
    if(reset_n == 0)
    begin
    	cntr <= 0;
    	pulse <= 0;
    end
    else
    begin
    	prevstate <= trig;
    	if( (prevstate==0) && trig )
    	begin
    		pulse <= 1;
    		cntr <= 0;
    	end
    	else
    	begin
    		if(cntr < 100) cntr <= cntr + 1;
    		else
    		begin
    			cntr <= 0;
    			pulse <= 0;
    		end
    	end
    end
endmodule
`timescale 1ns / 1ps
module uart_tx(
	input start,
	input [7:0] data,
	input bitclk,
	input reset_n,
	output reg bsy,
	output reg txline,
	output [7:0] dbg_buf,
	output [4:0] dbg_state
	);
	reg [4:0] state;
	reg [8:0] txbuf;
	assign dbg_buf = txbuf;
	assign dbg_state = state;
	always@(posedge bitclk, negedge reset_n)
	begin
		if(reset_n==0)
		begin
			txbuf <= 0;
			bsy <= 0;
			txline <= 1;
			state <= 0;
		end
		else
		begin
			if(start && (bsy==0))
			begin
				txbuf[7:0] <= data[7:0];
				state <= 1;
				txline <= 0;
				bsy <= 1;
			end
			if( state > 0 )
			begin
				if(state < 9)
				begin
					state <= state + 1;
					txline <= txbuf[0];
					txbuf[7:0] <= {1'b0, txbuf[7:1]};
				end
				else
				begin
					case(state)
						9:
						begin
							state <= 10;
							txline <= 1;
						end
						10: state <= 11;
						11: state <= 12;
						12: state <= 13;
						13:
						begin
							state <= 0;
							bsy <= 0;
						end
					endcase
				end
			end
		end
	end
endmodule
```

==> flow_summary.toml <==
# generated from flow reports
[run_status]
status = "finished, violations left"
violations = "negative setup slack"

[synthesis]
fa_ha_area_frac = 0.115
ys_sh_xor = 0.0748
ys_sh_simple = 0.212
synthArstFlopShare = 0.986
muxShareOfSynthArea = 0.0524
syn_inst = 683
top_area_cell = "dfrtp_1"
synth-cells-yosys = 683
top_area_frac = 0.205
ys_seq_frac = 0.317
postSynthAreaPerCell_um2 = 8.57
synth_cell_types = 76
ys.flops = 74
synth_top_flop_cell = "dfrtp_1"
yosysWarningCount = 3
topCombFamilyByArea = "simple AND/OR/NAND/NOR gates"
syn_area_um2 = 5850
synth_chip_area_um2 = 5850
ys_top_cells_by_area = "dfrtp_1, ha_1, dfrtn_1, mux2i_1, nand2_1"
ys_sh_aoi = 0.171
synth-edff-count = 1

[grt]
antenna_found_initial = 0
grt_pass1_vias = 5328
grt_pass1_wl_mm = 25.3
grt_max_degree = 57
grt_usage = 0.157
gr-total-overflow = 0

[setup_path]
worst_r2r_startpoint = "u1.bsy"
r2r_slack_ns = 1.06
r2r_cells = 5
required_ns = 3.15
critPathArrivalTime_ns = 3.19
critical_path_class = "in -> reg"
critical_path.endpoint_type = "flop"
regToRegEndpoint = "mem_a[0]"
start_kind = "input port"
critPathMaxFanout = 2

[drt]
routed-via-count = 5534
ant_nets = 0
wl_mm = 14.8
drt_pre_antenna_iters = 5
num_antenna_cells = 0
drcViolationCount = 0
avgViaCountPerCell = 4.85
wl_per_cell_um = 12.9
drtIter0Drc = 336

[layout]
stdcell_count = 1142
drive_above_1_share = 0.253
fillers = 1852
area_growth_pct = 43.9
finalCoreUtilization = 0.446

[run]
drv_cap = 0
warnings = 49

[hold_path]
hold_end = "gen1.cntr[0]"
min_path_type = "reg -> reg"
hold_start = "gen1.cntr[0]"
hold_depth = 1

[pwr]
max-vdd-ir-drop_mv = 0.133
power_leakage_nw = 3.69
power_density_nw_per_um2 = 323
finalPower_w = 0.00272

[sta]
tns_ns = -0.0422
slew-limit-headroom = 0.432
final_hold_viol_count = 0
drv_slew = 0
worst_slack_ns = -0.0422
setup_viol = 1
rsz0062_at_grt = "true"
tightest_slew_ns = 0.850
fin_worst_skew_ns = 0.0320
holdWs_ns = 0.452

[floorplanning]
core_um2 = 18900
floorplan.initialDensity = 0.310
fp.dieW_um = 142
ios = 78
die_h_um = 142
chipArea_um2 = 20100
rows = 50

[cts]
clk_pin_slew_worst_paths_ns = 0.05
postCtsHoldBufs = 0
cts_tree = "done"

[placed_design]
numPortBuffers = 75
place_congestion = 0.959
dp.final_hpwl_mm = 11.4
dp_cells = 1111
## placed cells by master, fill, tap and decap left out, types with 24 or more instances in the layout
master / synthesis / routed
buf_4: 3 / 110
ha_1: 54 / 34
dfrtp_1: 48 / 48
nor2_1: 46 / 46
dfrtn_1: 24 / 24
a21oi_1: 45 / 43
clkdlybuf4s50_1: 0 / 46
o21ai_0: 37 / 37
nand2_1: 68 / 68
mux2i_1: 28 / 28
conb_1: 1 / 27
## registers in the layout, summed over array words and instances, names as in the netlist, 3 cells and up
name	cells
gen1.cntr	33
u1.txbuf	8
state	8
mem_a	4
p_out	7
u1.state	5
acntr	3
## cell families (layout without fill, tap and decap cells)
group | Yosys count | count (layout)
compound gates | 156 | 156
mux | 30 | 30
other cells | 1 | 27
buf+inv | 78 | 251
fa+ha+maj | 54 | 54
simple gates | 240 | 240
flops | 74 | 74
xor+xnor | 50 | 50
## final cells by class
cell class | count | area (um^2) | area share
well taps | 260 | 325 | 0.0386
repair buffers | 183 | 1520 | 0.180
multi-input cells | 557 | 4080 | 0.484
clock buffers | 19 | 407 | 0.0483
flip-flops and latches | 74 | 1860 | 0.221
clock inverters | 5 | 30.0 | 0.00357
inverters | 44 | 205 | 0.0244
## Yosys cell counts, types with 4 or more instances
cell      number
clkbuf_1      19
o31ai_1        5
nor3_1        11
a21oi_1       45
a211oi_1      13
dfrtp_1       48
nand2_1       68
ha_1          54
nor2_1        46
xnor2_1       23
or3_1          6
o22ai_1       10
nand4_1       11
buf_2          6
inv_1         43
and2_1         4
xor2_1        27
nand2b_1       6
nor4_1        15
mux2i_1       28
nand3b_1      15
or4_1          4
dfrtn_1       24
and3_1         6
nor2b_1        8
nand3_1       24
o21ai_0       37
a31oi_1        6
## worst max-delay path, cell delays in order
cell	delay, ns
buf_6	0.10
inv_4	0.05
ha_4	0.12
inv_2	0.04
ha_4	0.26
xor2_2	0.14
a211oi_2	0.08
or4_4	0.53
or4_4	0.54
a21oi_2	0.11
o21ai_1	0.06
## per-stage QoR
step                cell area, um^2  worst slack [ns]
global placement               7780             -1.04
detailed placement             7780             -1.06
finish                         8420           -0.0422
global route                   8420            -0.107
CTS                            8390           -0.0263
floorplan                      6130            -0.266
## how the worst max path moves through the flow
stage	slack [ns]	depth (start not counted)	from	to
4_1_cts	-0.03	11	dbg_mem_dr[6]	p_out[3]
5_1_grt	-0.11	11	dbg_mem_dr[1]	p_out[3]
6_report	-0.04	11	dbg_mem_a[2]	p_out[3]
## routing by layer
layer  vias to the layer above  track usage  share of wire
li1                       2814            -              -
met1                      2542        0.238           0.48
met4                         0       0.0158         0.0090
met5                         -            0              0
met2                       166        0.247           0.45
met3                        12       0.0265          0.063
## power by group
group	switching [W]	internal (W)	total (W)	leakage, nW
combinational	0.000631	0.000588	0.00122	2.56
sequential	0.000154	0.000625	0.000779	0.926
clock	0.000229	0.000497	0.000726	0.210
total	0.00101	0.00171	0.00272	3.69
## timing repair
action | in CTS | in global routing
gates resized | 106 | 12
pin swaps | 25 | 6
buffers inserted | 8 | 0
setup endpoints to repair | 7 | 5
Power is estimated from default activity; no workload was simulated.
