===== flow/design.v =====
module cpu (
	input clk,
	input reset_n,
	output reg [3:0] mem_address,
	input [7:0] mem_data_r,
	output reg [7:0] mem_data_w,
	output reg mem_we,
	output [1:0] dbg_state,
	output [3:0] dbg_r0,
	output [3:0] dbg_r1,
	output [3:0] dbg_pc
);
reg [1:0] state;	 
reg [3:0] pc;		 
reg [7:0] opcode;	 
reg [3:0] r0;		 
reg [3:0] r1;		 
assign dbg_state = state;
assign dbg_r0 = r0;
assign dbg_r1 = r1;
assign dbg_pc = pc;
always@(posedge clk, negedge reset_n)
if(reset_n == 0)	 
begin
	state <= 0;		 
	pc <= 0;
	r0 <= 0;
	r1 <= 0;
	mem_we <= 0;	 
end
else
begin
	case(state)
		0:
		begin
			state <= 1;			 
			mem_we <= 0;		 
			mem_address <= pc;	 
		end
		1:
		begin
			state <= 2;
			opcode <= mem_data_r;	 
			pc <= pc + 1;			 
		end
		2:
		begin
			state <= 3;
			if(opcode[7]==0)					 
			begin
				case(opcode[6:4])				 
					3'b000:						 
					begin
						pc <= opcode[3:0];		 
					end
					3'b010:						 
					begin
						r0 <= r0 + r1;			 
					end
					3'b011:						 
					begin
						r0 <= r0 + r1;			 
					end
					3'b100:						 
					begin
						r0 <= r0 * r1 / 16;      
						r1 <= r0 * r1 % 16;      
					end
				endcase
			end
			else									 
			begin
				if(opcode[6])						 
				begin
					mem_address <= opcode[3:0];		 
					if(opcode[5])					 
					begin
						if(opcode[4])				 
							mem_data_w <= r1;		 
						else
							mem_data_w <= r0;		 
					end
				end
				else								 
				begin								 
					case(opcode[5:4])				 
						2'b00: r0 <= opcode[3:0];	 
						2'b01: r1 <= opcode[3:0];	 
						2'b10: r0 <= r1;			 
						2'b11: r1 <= r0;			 
					endcase
				end
			end
		end
		3:			 
		begin
			state <= 0;
			if(opcode[7:5]==3'b111)
				mem_we <= 1;			 
			if(opcode[7:5]==3'b110)		 
			begin
				if(opcode[4]==0)		 
					r0 <= mem_data_r;	 
				else
					r1 <= mem_data_r;	 
			end
		end
	endcase
end
endmodule

===== flow/run.sh =====
#!/bin/bash
# OpenROAD 26Q1-2900-gdf79404cd8, Yosys 0.63+post, stock flow scripts
make -C /OpenROAD-flow-scripts/flow DESIGN_CONFIG=/design/flow/config.mk WORK_HOME=/design/flow/orfs finish

===== flow/config.mk =====
export PLATFORM = sky130hd
export DESIGN_NAME = cpu
export DESIGN_NICKNAME = cpu
export VERILOG_FILES = /design/flow/design.v
export SDC_FILE = /design/flow/constraint.sdc
export NUM_CORES = 4
export LEC_CHECK = 1
export CORE_UTILIZATION = 30

===== flow/constraint.sdc =====
current_design cpu

set clk_period 5.4
set clk_io_pct 0.2

create_clock -name clk0 -period $clk_period [get_ports {clk}]

set non_clock_inputs [all_inputs -no_clocks]
set_input_delay [expr $clk_period * $clk_io_pct] -clock clk0 $non_clock_inputs
set_output_delay [expr $clk_period * $clk_io_pct] -clock clk0 [all_outputs]

==> out/results.txt <==
DRT iter0 DRCs: 92
yosys stat chip area: 0.00225 sq mm
initial antenna violation count: 0
Yosys Warn Count: 1
placed insts: 359
Pwr Density: 318 mW/mm^2
synth unique cells: 46
Initial Util: 31.1%
vias: 1793
Post-DP Area: 0.00264 sq mm
CTS tree: yes
die area: 0.00786 sq mm
CTS HTree Levels: 2
period utilization: 58.9%
largest net degree at the start of global routing: 26
RSZ-0062 raised after global routing: false
Slowest-stage cell, CP: fa_1
syn_area_per_cell: 9.50 sq um
HP Start: mem_we$_DFFE_PN0P_
Routed Antenna Nets: 0
Max VDD drop: 97.0 uV
combinational power share: 43.3%
final count of hold timing violations: 0
R2R depth: 10
critical path type: flip-flop to flip-flop
Post-Syn Area: 0.00225 sq mm
Data arrival, critical path: 3.34 ns
yosys stat cell total: 237
Setup Buffers After CTS: 0
Clock Latency Late Sink: 0.28 ns
number of enable flip-flop cells: 16
dpl hpwl: 3.88 mm
Die W: 88.6 um
status: complete, no violations
Worst Setup End Kind: flip-flop
clock tree buffer depth: 2
post-synthesis cell count: 237
share of power burned in registers: 36.4%
capturing point of the worst reg2reg path: r0[3]$_DFFE_PN0P_
hold endpoint: mem_we$_DFFE_PN0P_
TritonCTS Buffers: 5
Most common cell on crit path: fa_1
switching portion of total power: 35.4%
hold_buf cts: 0
Final Instance Area: 0.00272 sq mm
Root Driver: clkbuf_8
IO Pins: 37
max frequency: 314 MHz
FP Rows: 31
# port buffers: 32
setup ws final: 2.22 ns
number of OpenROAD warnings: 28
GPL Wtd Cong: 0.875
Post-Layout Cell Count: 367
filler instances: 711
total grt overflow: 0
synthesis-to-finish area growth: 20.7%
clk slew on worst S/H paths: 0.06 ns
clock power share: 20.3%
Hold Crit Class: flip-flop to flip-flop
vias per inst: 4.89
Switch Pwr: 0.000306 W
Post-synth regs: 31
Global Route Usage Sum: 14.2%
CP delay by family, top: adder cells
slew margin rel.: 45.5%
Period minus WS final: 3.18 ns
DRT Wirelength: 5.16 mm
Critical Path Fanout Max: 8
r2r setup slk: 2.22 ns
share of layout cells above drive strength 1: 6.34%
number of max-cap violations: 0
CTS sink count: 31
FF-to-FF Start: r0[1]$_DFFE_PN0P_
DR WL/cell: 14.1 um
internal power: 0.000558 W
number of global-route vias before repair: 1594
CP cell instances: nand2_1 -> fa_1 -> inv_1 -> fa_1 -> ha_1 -> a211oi_1 -> nor3b_1 -> mux2i_1 -> a2111oi_0 -> o21ai_1
Final Skew: 0.00725 ns
Slew Viols, Final: 0
setup_tns: 0 ns
Post-synth ARST share: 48.4%
first-pass GRT wire length: 8.27 mm
Post-synth top flop: edfxtp_1
Worst Setup Start Kind: flip-flop
Final setup viols: 0
Static Leak: 1.11 nW
drt pass-1 iters: 4
CP Data Required Time: 5.56 ns
number of remaining DRC errors: 0
Worst Tran Pin Value: 0.815 ns
ANT cells: 0
Die Y: 88.6 um
CP peak stage delay: 0.60 ns
Hold Path Depth: 2
Core Box Area: 0.00725 sq mm
Synth Seq Share: 38.0%
Crit path buffers/inverters: 1
pre-CTS WS: 2.23 ns
PostCTS Resize Cnt: 0
cell usage in the layout (no fill, tap or decap), types with 7 or more instances in the layout:
| cell type | count |
|---|---|
| inv_1 | 17 |
| o21ai_0 | 10 |
| and2_1 | 9 |
| ha_1 | 21 |
| edfxtp_1 | 16 |
| nand3_1 | 11 |
| clkdlybuf4s50_1 | 32 |
| nand2_1 | 32 |
| mux2_2 | 7 |
| dfrtp_1 | 15 |
| nor2_1 | 14 |
| a21oi_1 | 12 |
cell type report:
cell class,instances,area (sq um),area share [%]
multi-input combinational,179,1270,46.6
sequential,31,856,31.5
timing repair buffer,33,328,12.1
tap,99,124,4.56
clock buffer,7,76.3,2.81
inverter,17,63.8,2.35
clock inverter,1,5.00,0.184
state kept, by name, indices dropped and copies added (netlist names):
signal / cells
mem_address: 4
r1: 4
mem_we: 1
state: 2
opcode: 8
mem_data_w: 4
r0: 4
pc: 4
through the flow:
step / hold WS, ns / total power [W] / util (%)
after floorplan: 0.445 / 0.000564 / -
after CTS: 0.526 / 0.000869 / 37.5
final: 0.524 / 0.000863 / 37.5
after detailed placement: 0.506 / 0.000693 / 36.4
after global routing: 0.551 / 0.000936 / 37.5
after global placement: 0.505 / 0.000692 / 36.4
layer usage:
metal | share of wire, % | global-route usage, % | up-vias
met4 | 1.4 | 1.91 | 0
li1 | - | - | 903
met1 | 50 | 23.3 | 834
met5 | 0 | 0 | -
met2 | 44 | 20.8 | 49
met3 | 4.8 | 2.37 | 7
power groups by stage:
stage	Sequential [W]	Combinational, W	Clock (W)
after CTS	0.000314	0.000376	0.000178
after global routing	0.000319	0.000426	0.000191
final	0.000315	0.000374	0.000175
synthesized netlist by cell type (2+ instances only):
cell type,instances,area [sq um]
nand3_1,11,55.1
and2_1,9,56.3
nor3_1,2,10.0
clkbuf_1,4,15.0
nor2b_1,4,25.0
mux2_2,7,78.8
nand4_1,2,12.5
nand2_1,32,120
mux2i_1,5,50.1
a31oi_1,3,18.8
o211ai_1,2,15.0
o21ai_1,2,10.0
dfrtp_1,15,375
buf_4,5,37.5
o21ai_0,10,50.1
a311oi_1,4,35.0
nor2_1,14,52.6
nand2b_1,2,12.5
nor3b_1,3,22.5
a211oi_1,4,30.0
xnor2_1,2,17.5
fa_1,5,100
edfxtp_1,16,480
inv_1,17,63.8
a21oi_1,12,60.1
buf_2,2,10.0
ha_1,21,263
o22ai_1,4,25.0
how the worst max path moves through the flow:
stage / from / to / slack, ns / cells past startpoint
6_report: r0[1]$_DFFE_PN0P_ / r0[3]$_DFFE_PN0P_ / 2.22 / 10
5_1_grt: r0[0]$_DFFE_PN0P_ / r0[3]$_DFFE_PN0P_ / 2.02 / 10
4_1_cts: r1[3]$_DFFE_PN0P_ / r0[3]$_DFFE_PN0P_ / 2.22 / 10
kinds of logic after synthesis:
logic type               Yosys count  synth area share, %
XOR/XNOR                           2                0.778
AND/OR/NAND/NOR                   85                 18.6
AND-OR/OR-AND                     50                 14.3
flip-flops                        31                 38.0
adder cells (fa/ha/maj)           26                 16.1
multiplexers                      12                 5.72
buffers and inverters             30                 6.28
other                              1                0.167
worst min-delay path, stage by stage, from the launching register on:
cell,delay [ns]
dfrtp_1,0.34
o21ai_0,0.07
o21ai_0,0.07
Power figures rest on the tool's default switching activity, not on a simulated workload.
